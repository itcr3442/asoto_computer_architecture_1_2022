==> /design/flow/design.v <==
module vga
(
	input  logic       clk,
	                   rst_n,
	output logic[25:0] avl_address,
	output logic       avl_read,
	input  logic[15:0] avl_readdata,
	input  logic       avl_waitrequest,
	                   avl_readdatavalid,
	output logic       vga_clk,
	                   vga_hsync,
	                   vga_vsync,
	                   vga_blank_n,
	                   vga_sync_n,
	output logic[7:0]  vga_r,
	                   vga_g,
	                   vga_b
);
	localparam H_ACTIVE_NO = 640;
	localparam H_ACTIVE    = 10'd640;
	localparam H_FPORCH    = 10'd16;
	localparam H_SYNC      = 10'd96;
	localparam H_BPORCH    = 10'd48;
	localparam V_ACTIVE    = 10'd480;
	localparam V_FPORCH    = 10'd11;
	localparam V_SYNC      = 10'd2;
	localparam V_BPORCH    = 10'd31;
	localparam H_FPORCH_AT = H_BPORCH + H_ACTIVE;
	localparam H_SYNC_AT   = H_FPORCH_AT + H_FPORCH;
	localparam H_TOTAL     = H_SYNC_AT + H_SYNC;
	localparam V_FPORCH_AT = V_BPORCH + V_ACTIVE;
	localparam V_SYNC_AT   = V_FPORCH_AT + V_FPORCH;
	localparam V_TOTAL     = V_SYNC_AT + V_SYNC;
	typedef struct packed
	{
		logic[4:0] r;
		logic[5:0] g;
		logic[4:0] b;
	} pix;
	enum int unsigned
	{
		A,
		B
	} reading, next_reading, fill_start_reading;
	pix current, read_a, read_b;
	pix scanline_a[H_ACTIVE_NO];
	pix scanline_b[H_ACTIVE_NO];
	logic next_active;
	logic[24:0] addr;
	logic[10 - 1:0] x, y, next_x, next_y, next_hsync,
	                         pending_read, pending_data, read_idx, write_idx;
	assign vga_clk = clk;
	assign vga_sync_n = 0;
	assign vga_blank_n = 1;
	assign avl_address = {addr, 1'b0};
	assign vga_r = {current.r, current.r[4], current.r[4], current.r[4]};
	assign vga_g = {current.g, current.g[5], current.g[5]};
	assign vga_b = {current.b, current.b[4], current.b[4], current.b[4]};
	assign read_idx = next_x - H_BPORCH;
	assign next_reading = next_y[0] ^ (next_x < H_FPORCH_AT) ? A : B;
	assign next_active
		=  next_x >= H_BPORCH && next_x < H_FPORCH_AT
		&& next_y >= V_BPORCH && next_y < V_FPORCH_AT;
	always_comb begin
		unique case(reading)
			A: current = read_a;
			B: current = read_b;
		endcase
		if(!next_active)
			current = {$bits(current){1'b0}};
		if(x != H_TOTAL - 1) begin
			next_x = x + 1;
			next_y = y;
		end else begin
			next_x = 0;
			next_y = y != V_TOTAL - 1 ? y + 1 : 0;
		end
	end
	always @(posedge clk or negedge rst_n)
		if(!rst_n) begin
			x <= H_TOTAL - 1;
			y <= V_TOTAL - 1;
			reading <= A;
			write_idx <= 0;
			pending_read <= 0;
			pending_data <= 0;
			fill_start_reading <= A;
			read_a <= 0;
			read_b <= 0;
			addr <= 0;
			avl_read <= 0;
			vga_hsync <= 0;
			vga_vsync <= 0;
		end else begin
			if(next_active)
				unique case(next_reading)
					A: read_a <= scanline_a[read_idx];
					B: read_b <= scanline_b[read_idx];
				endcase
			if(avl_readdatavalid) begin
				unique case(fill_start_reading)
					A: scanline_b[write_idx] <= avl_readdata;
					B: scanline_a[write_idx] <= avl_readdata;
				endcase
				write_idx <= write_idx + 1;
				pending_data <= pending_data - 1;
			end
			if(!avl_read || !avl_waitrequest) begin
				avl_read <= 0;
				if(pending_read != 0) begin
					addr <= addr + 1;
					avl_read <= 1;
					pending_read <= pending_read - 1;
				end
			end
			if(pending_read == 0 && pending_data == 0 && next_reading != reading) begin
				if(y >= V_BPORCH - 2 && y < V_FPORCH_AT - 2) begin
					write_idx <= 0;
					pending_read <= H_ACTIVE;
					pending_data <= H_ACTIVE;
					fill_start_reading <= next_reading;
				end else
					addr <= {$bits(addr){1'b1}};
			end
			x <= next_x;
			y <= next_y;
			reading <= next_reading;
			vga_hsync <= next_x < H_SYNC_AT;
			vga_vsync <= next_y < V_SYNC_AT;
		end
endmodule
==> /design/flow/run.sh <==
#!/bin/bash
# OpenROAD 26Q1-2900-gdf79404cd8, Yosys 0.63+post, stock flow scripts
make -C /OpenROAD-flow-scripts/flow DESIGN_CONFIG=/design/flow/config.mk WORK_HOME=/design/flow/orfs finish
==> /design/flow/config.mk <==
export PLATFORM = sky130hd
export DESIGN_NAME = vga
export DESIGN_NICKNAME = vga
export VERILOG_FILES = /design/flow/design.v
export SDC_FILE = /design/flow/constraint.sdc
export NUM_CORES = 4
export LEC_CHECK = 1
export CORE_UTILIZATION = 30
==> /design/flow/constraint.sdc <==
current_design vga

set clk_period 5.0
set clk_io_pct 0.2

create_clock -name clk0 -period $clk_period [get_ports {clk}]

set non_clock_inputs [all_inputs -no_clocks]
set_input_delay [expr $clk_period * $clk_io_pct] -clock clk0 $non_clock_inputs
set_output_delay [expr $clk_period * $clk_io_pct] -clock clk0 [all_outputs]
==> results.sh <==
# yosys + openroad results
export IMPL_status="finished, final reports clean"
export IMPL_worstSetupEndpoint="vga_b[3]"
export IMPL_rsz0062_at_grt="false"
export IMPL_hold_buffers=0
export IMPL_switching_share_pct=26.64
export IMPL_synth_avg_cell_area_um2=10.27
export IMPL_hp_class="primary input to async pin"
export IMPL_syn_inst=628
export IMPL_topCellsByArea="dfrtp_1 28%, edfxtp_1 15%, mux2_2 6.3%, dfstp_2 4.9%, xor2_1 4.5%"
export IMPL_numSynthFlops=115
export IMPL_yosys_warnings=2
export IMPL_yosysUniqueCellTypes=68
export IMPL_wirelength_mm=12.92
export IMPL_slowest_stage="or4_1"
export IMPL_final_layout_size_suffix_gt1_share_pct=15.33
export IMPL_r2r_end="scanline_a[8]$_DFFE_PP_"
export IMPL_r2r_slack_ns=1.45
export IMPL_finalCriticalPeriod_ns=4.738
export IMPL_skew_ns=0.008698
export IMPL_edf_count=32
export IMPL_n_antenna_cell=0
export IMPL_tightest_slew_ns=0.7797
export IMPL_top_cell_area_share_pct=27.55
export IMPL_grt_overflow=0
export IMPL_finalClockPeriodUsage_pct=94.77
export IMPL_powerDensity_mw_per_mm2=395.0
export IMPL_leakage_nw=2.998
export IMPL_cts_tree="yes"
export IMPL_instances_no_fill=947
export IMPL_p_int_w=0.002219
export IMPL_antenna_found_initial=0
export IMPL_ff_type="dfrtp_1"
export IMPL_r2r_cells=8
export IMPL_gp_congestion=0.8200
export IMPL_vias=4615
export IMPL_async_reset_ff_share_pct=72.17
export IMPL_max_slew_margin_rel_pct=47.54
export IMPL_die_w_um=148.6
export IMPL_max_stage_delay_ns=0.67
export IMPL_grt_pass1_wl_mm=21.47
export IMPL_required_ns=4.00
export IMPL_fp_utilization_pct=30.68
export IMPL_hpwlAfterDp_mm=8.453
export IMPL_die_h_um=148.6
export IMPL_tool_warnings=46
export IMPL_setup_viol=0
export IMPL_drc=0
export IMPL_crit_path_start_kind="register"
export IMPL_area_growth_pct=18.74
export IMPL_p_comb_share_pct=16.0
export IMPL_finalHoldViolations=0
export IMPL_pwr_share_seq_pct=39.1
export IMPL_clk_insertion_delay_late_ns=0.52
export IMPL_crit_start="x[1]$_DFF_PN1_"
export IMPL_die_area_mm2=0.02209
export IMPL_ys_area_mm2=0.006449
export IMPL_worstPathMaxFanout=6
export IMPL_yosys_cells=628
export IMPL_timing_setup_tns_ns=0
export IMPL_rows=53
export IMPL_max_freq_mhz=211.0
export IMPL_num_io_pins=76
export IMPL_fin_total_pwr_w=0.003025
export IMPL_maxCapViolations=0
export IMPL_synth_top_cell_by_area="dfrtp_1"
export IMPL_criticalPathCategory="register to output port"
export IMPL_core_area_mm2=0.02102
export IMPL_critical_path_arrival_ns=3.74
export IMPL_syn_area_mm2=0.006449
export IMPL_peakVddDrop_v=0.0003106
export IMPL_viasPerCell=4.873
export IMPL_yosys_stat_seqShare_pct=47.34
export IMPL_slew_viol_final=0
export IMPL_grtUsageTotal_pct=12.27
export IMPL_port_buffers=34
export IMPL_final_cell_mix="71 x dfrtp_1, 62 x nand2_1, 45 x nor2_1"
export IMPL_crit_path_cell_trace="ha_1, nand4_1, buf_4, or4_1, o221ai_2, o31ai_1, a211o_1, nor4_2, clkdlybuf4s50_1"
export IMPL_wl_per_cell_um=13.64
export IMPL_drtAntennaViolNets=0
export IMPL_p_clk_share_pct=44.9
export IMPL_placedCellCount=910
export IMPL_cts_clk_slew_worst_paths_ns=0.05
export IMPL_rr_startpoint="write_idx[0]$_DFF_PN0_"
export IMPL_grt_max_degree=58
export IMPL_p_switching_w=0.0008059
export IMPL_dr_pass1_iters=6
export IMPL_grt_pass1_vias=4367
export IMPL_layout_top_cell="dfrtp_1"
export IMPL_end_kind="output port"
export IMPL_drt_iter0_markers=256
-- power groups by stage --
| stage | Combinational [W] | Clock (W) | Sequential (W) |
|---|---|---|---|
| CTS | 0.000491 | 0.00139 | 0.00118 |
| global route | 0.000547 | 0.00143 | 0.00120 |
| finish | 0.000484 | 0.00136 | 0.00118 |
-- cells by family (layout without fill, tap and decap cells) --
| group | Yosys count | in the layout | synth area share, % |
|---|---|---|---|
| flip-flops | 115 | 115 | 47.34 |
| other | 2 | 26 | 0.1165 |
| AND/OR/NAND/NOR | 247 | 247 | 20.31 |
| XOR/XNOR | 59 | 59 | 8.227 |
| multiplexers | 45 | 45 | 7.722 |
| adder cells (fa/ha/maj) | 10 | 10 | 1.940 |
| buffers and inverters | 78 | 98 | 6.325 |
| AND-OR/OR-AND | 72 | 72 | 8.013 |
-- critical path: cells and delay by family, from the launching register on --
kind | cells | cell delay (ns)
adders and majority gates | 1 | 0.27
AOI/OAI and AO/OA | 3 | 0.69
DFF | 1 | 0.57
buffers and inverters | 2 | 0.70
and+or+nand+nor | 3 | 0.99
-- layout make-up --
cell class              count  area [um2]
fillers                  2016       13360
multi-input cells         459        3095
flip-flops and latches    115        3053
clock buffers              23       518.0
repair buffers             45       417.9
well taps                 275       344.1
clock inverters            13       165.2
inverters                  17       63.81
-- routing by layer --
layer / share of wire (%) / routed length (um) / up-vias / global-route usage [%]
li1: - / - / 2265 / -
met1: 49 / 6336 / 2228 / 18.70
met2: 45 / 5778 / 106 / 18.08
met3: 4.9 / 638 / 16 / 3.568
met4: 1.3 / 165 / 0 / 1.753
met5: 0 / 0 / - / 0
-- sequential cells by signal (all words and copies together), names as in the netlist --
name and cells:
vga_hsync 1, read_b 1, reading 1, vga_vsync 1, read_a 1, scanline_a 16, write_idx 10, pending_data 10
y 10, pending_read 10, avl_read 1, addr 25, fill_start_reading 2, scanline_b 16, x 10
-- stage by stage --
stage / cell area (um2) / util (%) / hold WS [ns] / setup WS [ns]
final: 7657 / 36.43 / 0.3922 / 0.2617
after global routing: 7657 / 36.43 / 0.4093 / 0.02137
after CTS: 7640 / 36.34 / 0.3989 / 0.1649
after detailed placement: 6952 / 33.07 / 0.4790 / 0.5363
after global placement: 6952 / 33.07 / 0.4707 / 0.5462
after floorplan: 6539 / - / 0.4574 / 1.402
-- worst min-delay path by stage --
stage	to	depth (start not counted)
final	addr[15]$_DFF_PN0_	1
after global routing	addr[16]$_DFF_PN0_	1
after CTS	addr[14]$_DFF_PN0_	1
-- synth_stat cells, types with 5 or more instances --
master	number
o221ai_1	8
dfstp_2	12
or3_1	6
mux2_2	36
nor2_1	45
a211oi_1	6
edfxtp_1	32
and4_1	8
dfrtp_1	71
inv_1	17
and2_1	7
and3_1	5
o21ai_0	16
buf_4	27
mux2i_1	7
ha_1	10
a21oi_1	8
nor3_1	12
nand2_1	62
nand4_1	16
nor4_1	14
nand3_1	32
nor2b_1	6
xnor2_1	25
a31oi_1	7
clkbuf_1	27
xor2_1	33
nand2b_1	5
-- repair_timing --
item,CTS,global route
setup endpoints to repair,1,1
resized,0,3
buffers inserted,2,0
endpoints found under the hold margin,0,0
pin swaps,1,0
Power and IR drop assume default switching activity.
