==> flow/design.v <==
typedef logic[3:0]   nibble;
typedef logic[15:0]  hword;
typedef logic[31:0]  word;
typedef logic[63:0]  dword;
typedef logic[127:0] qword;
typedef logic[30:0]  hptr;
typedef logic[29:0]  ptr;
typedef logic[27:0]  qptr;
typedef logic[$clog2(16) - 1:0] reg_num;
typedef logic[2:0] alu_op;
typedef struct packed
{
	logic execute,
	      alu,
	      branch,
	      ext,
	      ldst,
	      mul,
	      sys;
} ctrl_decode;
typedef struct packed
{
	reg_num    ra,
	           rb,
	           rd;
	logic[5:0] imm;
	logic      uses_ra,
	           uses_rb,
	           uses_imm,
	           writeback;
} data_decode;
typedef struct packed
{
	alu_op op;
} alu_decode;
typedef struct packed
{
	logic[11:0] offset;
	logic[1:0]  cond;
	logic       indirect;
} branch_decode;
typedef struct packed
{
	logic[4:0] op;
} ext_decode;
typedef struct packed
{
	logic[3:0] op;
} sys_decode;
typedef struct packed
{
	hptr          pc;
	ctrl_decode   ctrl;
	data_decode   data;
	alu_decode    alu;
	branch_decode branch;
	ext_decode    ext;
	sys_decode    sys;
} insn_decode;
typedef struct packed
{
	word    value;
	logic   ready;
	reg_num rd;
} wb_line;
module core_regs_forward
(
	input  logic   clk,
	               rst_n,
	input  word    rd_hold,
	               wr_hold_a,
	               wr_hold_b,
	input  reg_num rd_r,
	               wr_hold_r_a,
	               wr_hold_r_b,
	output word    rd
);
	reg_num rd_hold_r;
	always_comb begin
		rd = rd_hold;
		if(rd_hold_r == wr_hold_r_a)
			rd = wr_hold_a;
		if(rd_hold_r == wr_hold_r_b)
			rd = wr_hold_b;
		if(rd_hold_r == 4'b0000)
			rd = 0;
	end
	always @(posedge clk)
		rd_hold_r <= rd_r;
endmodule
module core_regs
(
	input  logic    clk,
	                rst_n,
	input  reg_num  rd_r_a,
	                rd_r_b,
	                rd_r_c,
	                rd_r_d,
	input  wb_line  wr_a,
	                wr_b,
	output word     rd_value_a,
	                rd_value_b,
	                rd_value_c,
	                rd_value_d
);
	word file[16]  ;
	word rd_hold_a, rd_hold_b, rd_hold_c, rd_hold_d, wr_hold_a, wr_hold_b;
	reg_num wr_hold_r_a, wr_hold_r_b;
	core_regs_forward fwd_a
	(
		.rd(rd_value_a),
		.rd_r(rd_r_a),
		.rd_hold(rd_hold_a),
		.*
	);
	core_regs_forward fwd_b
	(
		.rd(rd_value_b),
		.rd_r(rd_r_b),
		.rd_hold(rd_hold_b),
		.*
	);
	core_regs_forward fwd_c
	(
		.rd(rd_value_c),
		.rd_r(rd_r_c),
		.rd_hold(rd_hold_c),
		.*
	);
	core_regs_forward fwd_d
	(
		.rd(rd_value_d),
		.rd_r(rd_r_d),
		.rd_hold(rd_hold_d),
		.*
	);
	always_ff @(posedge clk) begin
		if(wr_a.ready)
			file[wr_a.rd] <= wr_a.value;
		if(wr_b.ready)
			file[wr_b.rd] <= wr_b.value;
		rd_hold_a <= file[rd_r_a];
		rd_hold_b <= file[rd_r_b];
		rd_hold_c <= file[rd_r_c];
		rd_hold_d <= file[rd_r_d];
		wr_hold_a <= wr_a.value;
		wr_hold_b <= wr_b.value;
		wr_hold_r_a <= wr_a.ready ? wr_a.rd : 4'b0000;
		wr_hold_r_b <= wr_b.ready ? wr_b.rd : 4'b0000;
	end
endmodule
==> flow/run.sh <==
#!/bin/bash
# OpenROAD 26Q1-2900-gdf79404cd8, Yosys 0.63+post, stock flow scripts
make -C /OpenROAD-flow-scripts/flow DESIGN_CONFIG=/design/flow/config.mk WORK_HOME=/design/flow/orfs finish
==> flow/config.mk <==
export PLATFORM = sky130hd
export DESIGN_NAME = core_regs
export DESIGN_NICKNAME = core_regs
export VERILOG_FILES = /design/flow/design.v
export SDC_FILE = /design/flow/constraint.sdc
export NUM_CORES = 4
export LEC_CHECK = 1
export CORE_UTILIZATION = 30
==> flow/constraint.sdc <==
current_design core_regs

set clk_period 10.3
set clk_io_pct 0.2

create_clock -name clk0 -period $clk_period [get_ports {clk}]

set non_clock_inputs [all_inputs -no_clocks]
set_input_delay [expr $clk_period * $clk_io_pct] -clock clk0 $non_clock_inputs
set_output_delay [expr $clk_period * $clk_io_pct] -clock clk0 [all_outputs]
==> flow_summary.ini <==
; generated from flow reports
[setup_path]
crit_path_end_kind = output pin
r2r.worst_path.cells = 3
worstSetupPathType = reg -> out
worst-endpoint-required_ns = 8.24
path_depth = 7
cp_slowest_cell = buf_4
cp_common_cell = buf_4
worst_path_cell_trace = xor2_1 -> nor4_4 -> buf_4 -> buf_4 -> mux2i_1 -> a21oi_1 -> clkdlybuf4s50_1
critPathLaunch = wr_hold_r_a[0]
arrival_ns = 3.92
cp.buffers_inverters = 3
crit_path_start_kind = flop
timing.critical_path.fanout_max = 25
r2r-start = file[15][3]
critical_path.top_delay_family = buffers and inverters
critical-path-max-stage-delay_ns = 0.62

[drt]
wl_microns = 164900
route.detailed.vias_per_inst = 6.000
drt_pre_antenna_iters = 6
drc = 0
routed_wire_length_per_instance_microns = 32.83
detail-route-antenna-nets = 0
drtIter0Drc = 2099
via_count = 30130

[yosys]
synth_cell_type_count = 35
post-synth-top-area-cell = edfxtp_1
ys_async_sr_fraction_pct = 0
netlist_top_cells_area = edfxtp_1, mux4_2, mux2_2
flip_flops_with_a_built_in_enable = 512
area_of_the_mapped_netlist_sq_mm = 0.04437
postSynthRegisterBits = 728
yosys.area.top_type_share_pct = 34.65
leading_cell_types_by_count_after_synthesis = edfxtp_1, mux4_2, mux2_2
ys_cells = 2978
ys_chip_area_sq_mm = 0.04437
syn_avg_cell_area_sq_um = 14.90
yosys_warnings = 2
synth_top_flop_cell = edfxtp_1
syn-instance-count = 2978
seq_area_frac_synth_pct = 44.39

[sta]
maxSlewViolCount = 0
tightest_slew_ns = 0.9225
rsz_0062_raised_after_global_routing = false
timing.slew.headroom_pct = 38.50
setup_ws_ns = 4.321
min_period_ns = 5.979
clock_skew_ns = 0.04519
fin_setup_tns_ns = 0
layout_worst_path_cycle_share_pct = 58.05
hold_viol = 0
number_of_failing_setup_endpoints_in_the_final_timing_report = 0
max_clk_rate_ghz = 0.1673

[placement]
hpwl_microns = 98340
dp_slack_ns = 5.056
place.detailed.instances = 4870
buffer_ports.inserted = 218
globalplace.congestion = 0.9012

[run_status]
outcome = finished clean

[floorplanning]
fp.coreArea_sq_mm = 0.1463
dieWidth_microns = 386.6
chip_area_sq_mm = 0.1495
fp.dieH_microns = 386.6
floorplan.rows = 140
top_level_pins = 220
initCoreUtil_pct = 30.34

[power]
power.internal_w = 0.005625
swShare_pct = 26.72
p_leak_nw = 17.29
power_density_mw_per_mm2 = 149.7
power.share.sequential_pct = 44.5
power_frac_clock_pct = 37.6
irDropWorstVdd_mv = 0.1285
net_switching_power_figure_w = 0.002051
power.share.combinational_pct = 18.0

[hold_path]
timing.hold.worst.start = file[2][31]
worstHoldPathCells = 3
timing.hold.worst.class = reg -> reg

[cells_and_area]
area.growth.synth_to_final_pct = 15.57
drive_above_1_share_pct = 42.37
stdcell_count = 5022
final.fill_count = 13780

[cts]
cts-buffers-inserted = 79
clockBufferDepth = 3
cts.htree.levels = 3
tritoncts = done
postCtsResizedCells = 0
insertion_delay_ns = 0.71
post-cts-setup-buffers = 0
clk_root_buffer_cell = clkbuf_16
cts.clk_slew.worst_paths_ns = 0.06
hold_buffers = 0
cts_num_sinks = 728

[global_route]
first_pass_grt_wire_length_microns = 233700
grt_max_degree = 89
globalRoute.totalOverflow = 0
groute.usage.overall_pct = 23.16
antenna_found_initial = 17
grt_pass1_vias = 31950

[job]
warnings = 26
max_cap_violations = 0
==> logic make-up (layout without fill, tap and decap cells) <==
kind of cell,Yosys count,count (layout),share of synthesized area (%)
AOI/OAI and AO/OA,528,528,7.430
muxes,1152,1152,42.13
other,0,4,0
xor gates and xnor gates,32,32,0.6316
and+or+nand+nor,196,196,2.025
buffers and inverters,342,465,3.392
DFF,728,728,44.39
==> metal layers <==
metal	track usage, %	routed length [microns]
met1	27.92	57980
met2	32.67	71710
met3	17.21	28680
met4	6.831	6127
met5	1.266	379
==> metrics by stage <==
step / cell area (sq um) / util, % / hold WS (ns) / total power [W]
floorplan: 44370 / - / 0.6909 / 0.004226
global placement: 48650 / 33.26 / 0.7225 / 0.004829
detailed placement: 48650 / 33.26 / 0.7312 / 0.004838
CTS: 51270 / 35.05 / 0.7296 / 0.007712
global route: 51280 / 35.06 / 0.7840 / 0.007937
finish: 51280 / 35.06 / 0.7285 / 0.007676
==> layout make-up <==
type | count | area [sq um] | area share [%]
Antenna cell | 4 | 10.01 | 0.01952
Tap cell | 1917 | 2399 | 4.677
Sequential cell | 728 | 19700 | 38.41
Timing Repair Buffer | 317 | 2988 | 5.826
Multi-Input combinational cell | 1908 | 23570 | 45.95
Clock inverter | 35 | 279.0 | 0.5441
Clock buffer | 113 | 2341 | 4.565
==> state kept, by name, summed over array words and instances, names as in the netlist <==
signal           cells
file               512
rd_hold_a           32
rd_hold_b           32
rd_hold_c           32
rd_hold_d           32
wr_hold_a           32
wr_hold_b           32
fwd_a.rd_hold_r      4
fwd_b.rd_hold_r      4
fwd_c.rd_hold_r      4
fwd_d.rd_hold_r      4
wr_hold_r_a          4
wr_hold_r_b          4
==> worst min-delay path, cell delays in order, from the launching register on <==
cell and delay, ns:
edfxtp_1 0.36, mux4_2 0.24, a22oi_1 0.06, nand2_1 0.06
==> path summary, 6_finish.rpt <==
| kind | end | slack, ns |
|---|---|---|
| max reg2reg | rd_hold_a[3] | 8.71 |
| max | rd_value_d[0] | 4.32 |
| min | rd_hold_c[31] | 0.73 |
| min reg2reg | rd_hold_c[31] | 0.73 |
==> power groups by stage <==
stage	logic (W)	clock network (W)	registers, W
global route	0.00147	0.00304	0.00343
finish	0.00138	0.00288	0.00341
CTS	0.00137	0.00293	0.00341
==> cells in the final DEF (no fill, tap or decap), types with 13 or more instances in the layout <==
cell,count
mux4_2,512
edfxtp_1,512
mux2_2,474
a22oi_1,256
dfxtp_1,216
clkdlybuf4s50_1,210
nand2_1,132
mux2i_1,128
o21ai_0,128
a21oi_1,128
buf_4,96
clkbuf_16,84
mux2_4,31
xnor2_1,28
clkinv_2,21
clkbuf_1,16
nor2_4,13
clkbuf_8,13
No activity file was given, so power comes from the tool's default toggle rates.
